==> config.mk <==
export PLATFORM = sky130hd
export DESIGN_NAME = SPI_Wrapper
export DESIGN_NICKNAME = SPI_Wrapper
export VERILOG_FILES = /design/flow/design.v
export SDC_FILE = /design/flow/constraint.sdc
export NUM_CORES = 4
export LEC_CHECK = 1
export CORE_UTILIZATION = 40
==> constraint.sdc <==
current_design SPI_Wrapper

set clk_period 45.8
set clk_io_pct 0.2

create_clock -name clk0 -period $clk_period [get_ports {clk}]

set non_clock_inputs [all_inputs -no_clocks]
set_input_delay [expr $clk_period * $clk_io_pct] -clock clk0 $non_clock_inputs
set_output_delay [expr $clk_period * $clk_io_pct] -clock clk0 [all_outputs]
==> design.v <==
module RAM (din, clk, rst_n, rx_valid, dout, tx_valid);
parameter MEM_DEPTH = 256;
parameter ADDR_SIZE = 8;
input clk, rst_n, rx_valid;
input [ADDR_SIZE+1 : 0] din;
output reg tx_valid;
output reg [ADDR_SIZE-1 : 0] dout;
reg [7:0] RAM [MEM_DEPTH-1 : 0];
reg [ADDR_SIZE-1 : 0] rd_addr, wr_addr;
always @(posedge clk) begin
    if (~rst_n) begin
        dout     <= 0;
        tx_valid <= 0;
        rd_addr  <= 0;
        wr_addr  <= 0;
    end
    else if (rx_valid) begin
        case (din[ADDR_SIZE+1 : ADDR_SIZE])
            2'b 00: begin
                        wr_addr <= din[ADDR_SIZE-1 : 0];
                        tx_valid <= 0;
                    end
            2'b 01: begin 
                        RAM[wr_addr] <= din[7 : 0];
                        tx_valid <= 0;
                    end
            2'b 10: begin
                        rd_addr <= din[ADDR_SIZE-1 : 0];
                        tx_valid <= 0;
                    end
            2'b 11: begin
                        dout <= RAM[rd_addr];
                        tx_valid <= 1;
                    end
        endcase
    end
end
endmodule
module SPI_Slave (MOSI, MISO, SS_n, clk, rst_n, rx_data, rx_valid, tx_data, tx_valid);
parameter IDLE      = 3'b 000;
parameter CHK_CMD   = 3'b 001;
parameter WRITE     = 3'b 010;
parameter READ_ADD  = 3'b 011;
parameter READ_DATA = 3'b 100;
input clk, rst_n, MOSI, SS_n, tx_valid;
input [7:0] tx_data;
output reg rx_valid, MISO;
output reg [9:0] rx_data;
(* fsm_encoding = "one_hot" *)
reg [2:0] cs, ns;
reg [3:0] counter;
reg addr_or_data;
always @(posedge clk) begin
    if (~rst_n)
        cs <= IDLE;
    else
        cs <= ns;
end
always @(*) begin
    case (cs)
        IDLE: begin
                if (~SS_n) ns = CHK_CMD;
                else ns = IDLE;
            end
        CHK_CMD: begin
                    if (~SS_n && ~MOSI) ns = WRITE;
                    else if (~SS_n &&  MOSI && ~addr_or_data) ns = READ_ADD;
                    else if (~SS_n &&  MOSI &&  addr_or_data) ns = READ_DATA;
                    else ns = IDLE;
        end
        WRITE: begin
                if (SS_n) ns = IDLE;
                else ns = WRITE;
            end
        READ_ADD: begin
                    if (SS_n) ns = IDLE;
                    else ns = READ_ADD;
                end
        READ_DATA: begin
                    if (SS_n) ns = IDLE;
                    else ns = READ_DATA;
                end
        default: ns = IDLE;
    endcase
end
always @(posedge clk) begin
    if (~rst_n) begin
        MISO     <= 0;
        rx_data  <= 0;
        rx_valid <= 0;
        counter  <= 0;
        addr_or_data <=0; 
    end
    else begin
        case (cs)
        IDLE, CHK_CMD: begin
                        rx_valid <= 0;
                        counter  <= 0;
                        MISO     <= 0;
                    end
        WRITE: begin
                    if (counter <= 9) begin
                        rx_data <= {rx_data[8:0] , MOSI};
                        counter <= counter + 1;
                    end
                    if (counter >= 9) rx_valid <= 1;
                end
        READ_ADD: begin
                    if (counter <= 9) begin
                        rx_data <= {rx_data[8:0] , MOSI};
                        counter <= counter + 1;
                    end
                    if (counter >= 9) begin
                        rx_valid <= 1;
                        addr_or_data <= 1;
                    end 
                end
        READ_DATA: begin
                    if (~tx_valid && counter <= 9) begin
                        rx_data <= {rx_data[8:0] , MOSI};
                        counter <= counter + 1;
                    end
                    if (~tx_valid && counter >= 9) begin
                        rx_valid <= 1;
                        addr_or_data <= 0;
                    end
                    if (tx_valid && counter >= 3) begin  
                        MISO <= tx_data[counter-3];
                        counter <= counter - 1;
                    end
                end    
        endcase
    end
end
endmodule
module SPI_Wrapper (MOSI, MISO, SS_n, clk, rst_n);
parameter MEM_DEPTH = 256;
parameter ADDR_SIZE = 8;
input clk, rst_n, SS_n, MOSI;
output MISO;
wire [ADDR_SIZE+1 : 0] rx_data_bus;
wire [ADDR_SIZE-1 : 0] tx_data_bus;
wire rx_valid, tx_valid;
RAM #(MEM_DEPTH, ADDR_SIZE) RAM_INSTANCE (rx_data_bus, clk, rst_n, rx_valid, tx_data_bus, tx_valid);
SPI_Slave SPI_INSATNCE (MOSI, MISO, SS_n, clk, rst_n, rx_data_bus, rx_valid, tx_data_bus, tx_valid);
endmodule
==> run.sh <==
#!/bin/bash
# OpenROAD 26Q1-2900-gdf79404cd8, Yosys 0.63+post, stock flow scripts
make -C /OpenROAD-flow-scripts/flow DESIGN_CONFIG=/design/flow/config.mk WORK_HOME=/design/flow/orfs finish
==> flow_summary.toml <==
# synthesis and place-and-route metrics
[run_status]
status = "complete, no violations"

[pwr]
p_leak_nw = 27.50
powerDensity_mw_per_mm2 = 40.57
ir_worst_vdd_mv = 0.03846

[worst_setup_path]
critPathArrivalTime_ps = 12790
cp-end-kind = "flip-flop"
cp-start-kind = "primary input"
reg2reg_slack_ps = 40710
critical_path_peak_fanout = 39
r2r-start = "RAM_INSTANCE.rd_addr[1]"
reg2reg_depth = 10
slowest_stage = "nand3_1"
reg2reg_to = "RAM_INSTANCE.dout[5]"
crit_path_cell_trace = "clkdlybuf4s50_1 > buf_4 > nand3_1 > nor4b_1 > nand3_1 > buf_4 > nor2_1"
critPathKind = "primary input to flip-flop"
cp_data_required_time_ps = 46270
crit_path_max_incr_delay_ps = 740

[synthesis]
async_reset_ff_share_pct = 0
syn_inst = 4131
aoi_share_pct = 3.928
ys_top_logic_family = "multiplexers"
ys_types = 76
mux_area_share_pct = 14.52
synthAdderAreaFrac_pct = 0.04560
ys_seq_share_pct = 75.85
edf_count = 2048
avgSynthCellArea_um2 = 19.93
flop_cell = "edfxtp_1"
ys.warnings.count = 3
ys_ff = 2095
ys_sh_xor_pct = 0.01064
ys_cells = 4131
ys_sh_simple_pct = 3.309
ys_chip_area_mm2 = 0.08232
syn-cell-area_mm2 = 0.08232

[finish]
layout-drive-gt1-share_pct = 18.51
regArea_mm2 = 0.06248
finalNonFillerCells = 7125
logic_area_mm2 = 0.01801
area_growth_pct = 11.76
nFillCells = 16780

[final_timing]
timing.fmax_ghz = 0.08115
finalSetupTns_ps = 0
final_hold_viol_count = 0
fin_worst_skew_ps = 38.58
final-setup-viol-count = 0
worst_slew_pin_slew_ps = 1123
min_period_ps = 12320
relSlewSlack_pct = 24.92
rsz0062_at_grt = "no"
timing.final.crit_share_pct = 26.91
maxSlewViolCount = 0

[cts]
cts_resized = 0
clkSlewWorstSetupHoldPaths_ps = 60
postCtsHoldBufs = 0
cts_tree = "done"
root_buffer = "clkbuf_16"
clk_path_buf_depth = 3
cts.sinks = 2095
cts_buffers = 203
postCtsSetupRepairBufs = 0
htreeDepth = 4
clk_latency_ps = 850

[global_routing]
grt_overflow = 0
antenna_found_initial = 3
first_global_vias = 46340
grt_use_total_pct = 24.96
grt_max_degree = 103
grt_pass1_wl_um = 334500

[place]
io_buffers = 4
dpl.hpwl_um = 146600
gp_congestion = 1.007
placed_cells = 6744

[run]
maxCapViolCount = 0
tool_warnings = 34

[die]
core-area_mm2 = 0.2046
fp_util_pct = 40.24
die_area_mm2 = 0.2076
die_x_um = 455.6
fp-row-count = 166
die-height_um = 455.6
ios = 5

[route]
drc = 0
dr_wl_met2_um = 104400
vias = 41930
via_per_inst = 5.884
wl_met1_um = 74290
routed_wl_um = 233800
wl_met3_um = 44750
topRoutingLayerUsed = "met5"
wl_per_cell_um = 32.81
drt_iter0_markers = 3078
drtAntennaViolNets = 0
dr.pass1.iters = 6

[min_path]
hold_start = "RAM_INSTANCE.dout[6]"
hold_path_class = "flip-flop to flip-flop"
min_to = "RAM_INSTANCE.dout[6]"
hold_depth = 1
==> report_power, final <==
part | switching, mW | leakage [nW] | internal, mW | total, mW
sequential | 0.000737 | 19.3 | 2.07 | 2.07
clock | 0.733 | 3.21 | 0.921 | 1.65
combinational | 0.00397 | 5.01 | 0.00137 | 0.00534
==> stage by stage <==
step	area [um^2]	hold WS (ps)	util (%)	setup slack [ps]	power [mW]
after floorplan	82320	427.1	-	34770	2.117
after global placement	85330	452.0	41.71	32900	2.119
after detailed placement	85330	452.2	41.71	32770	2.119
after CTS	91990	467.0	44.96	33690	3.754
after global routing	91990	490.5	44.96	33470	3.827
final	91990	471.7	44.97	33480	3.732
==> final cells by class <==
class                           count  share of cell area (%)
Inverter                           12                 0.05168
Clock inverter                    139                   1.559
Sequential cell                  2095                   67.92
Multi-Input combinational cell   1781                   19.58
Timing Repair Buffer              168                   1.545
Clock buffer                      240                   5.684
Tap cell                         2688                   3.656
Antenna cell                        2                0.005440
==> synth_stat cells (19+ instances only) <==
cell type  number  area [um^2]
mux2i_1       336         3363
buf_6          29        326.6
a22oi_1        59        442.9
nand2_1       146        548.0
nand3_1        39        195.2
nor2b_1        33        206.5
buf_8          24        360.4
mux4_2        314         7072
buf_4          32        240.2
buf_2          47        235.2
a221oi_1       19        166.4
o221ai_1       42        367.9
clkbuf_1       75        281.5
o22ai_1        96        600.6
dfxtp_1        47        940.9
a21oi_1        43        215.2
o21ai_0        46        230.2
mux4_1         57         1498
a211oi_1       23        172.7
edfxtp_1     2048        61500
nor2_1        301         1130
nor3_1         31        155.2
==> cells in the final DEF, fill, tap and decap left out, types with 11 or more instances in the layout <==
master / netlist / routed
nor2b_1: 33 / 31
o221ai_1: 42 / 42
nand3_1: 39 / 37
mux4_2: 314 / 314
o21ai_0: 46 / 46
buf_4: 32 / 152
clkbuf_16: 0 / 203
nand2_1: 146 / 145
o22ai_1: 96 / 96
mux2i_1: 336 / 336
clkinv_2: 0 / 44
clkinv_1: 1 / 43
nor2_1: 301 / 299
buf_12: 11 / 12
edfxtp_1: 2048 / 2048
a221oi_1: 19 / 19
nand4_1: 17 / 17
nor3_1: 31 / 31
a21oi_1: 43 / 43
bufinv_16: 0 / 17
dfxtp_1: 47 / 35
clkinvlp_4: 0 / 15
a31oi_1: 13 / 13
mux4_1: 57 / 57
dfxtp_4: 0 / 12
a21boi_0: 11 / 11
clkbuf_1: 75 / 36
a211oi_1: 23 / 23
a22oi_1: 59 / 59
==> routing by layer <==
layer / vias to the layer above / global-route usage [%]
met5: - / 2.158
met4: 23 / 7.896
met2: 3159 / 34.61
met1: 20920 / 29.22
met3: 464 / 21.01
li1: 17360 / -
==> worst max-delay path, delay by kind of cell <==
family | cells | cell delay [ps]
and+or+nand+nor | 4 | 2250
buffers and inverters | 3 | 1320
==> logic make-up (layout without fill, tap and decap cells) <==
logic type | after synthesis | in the layout
AND-OR/OR-AND | 444 | 444
XOR/XNOR | 1 | 1
adder cells (fa/ha/maj) | 3 | 3
buffers and inverters | 255 | 559
flip-flops | 2095 | 2095
multiplexers | 709 | 709
other | 0 | 2
AND/OR/NAND/NOR | 624 | 624
==> state kept, by name, summed over array words and instances, names as in the netlist, 4 cells and up <==
signal	cells
RAM_INSTANCE.RAM	2048
RAM_INSTANCE.dout	8
RAM_INSTANCE.rd_addr	8
RAM_INSTANCE.wr_addr	8
SPI_INSATNCE.counter	4
SPI_INSATNCE.cs	5
SPI_INSATNCE.rx_data	10
==> worst max path at each step <==
| stage | endpoint | slack, ps | from | cells past startpoint |
|---|---|---|---|---|
| 4_1_cts | RAM_INSTANCE.RAM[222][2] | 33690 | rst_n | 7 |
| 5_1_grt | RAM_INSTANCE.RAM[190][6] | 33470 | rst_n | 7 |
| 6_report | RAM_INSTANCE.RAM[222][2] | 33480 | rst_n | 7 |
Power is estimated from default activity; no workload was simulated.
